**run.sh**
```bash
#!/bin/bash
# OpenROAD 26Q1-2900-gdf79404cd8, Yosys 0.63+post, stock flow scripts
make -C /OpenROAD-flow-scripts/flow DESIGN_CONFIG=/design/flow/config.mk WORK_HOME=/design/flow/orfs finish
```
**constraint.sdc**
```tcl
current_design Button

set clk_period 3.3
set clk_io_pct 0.2

create_clock -name clk0 -period $clk_period [get_ports {clock}]

set non_clock_inputs [all_inputs -no_clocks]
set_input_delay [expr $clk_period * $clk_io_pct] -clock clk0 $non_clock_inputs
set_output_delay [expr $clk_period * $clk_io_pct] -clock clk0 [all_outputs]
```
**design.v**
```verilog
module Button(clock, reset, button, valid_vote);
input clock, reset, button;
output reg valid_vote;
reg [31:0] counter;
always @(posedge clock)
begin
  if(reset)
    counter <=0;
  else
  begin
    if(button & counter < 2)
        counter <= counter +1;
    else if(!button)
        counter <=0;
  end
end
always @(posedge clock)
begin
  if(reset)
    valid_vote <= 1'b0;
  else
  begin
    if(counter == 1)
        valid_vote <= 1'b1;
    else
        valid_vote <=1'b0;
  end
end
endmodule
```
**config.mk**
```make
export PLATFORM = sky130hd
export DESIGN_NAME = Button
export DESIGN_NICKNAME = Button
export VERILOG_FILES = /design/flow/design.v
export SDC_FILE = /design/flow/constraint.sdc
export NUM_CORES = 4
export LEC_CHECK = 1
export CORE_AREA = 10 10 88 88
export DIE_AREA = 0 0 98 98
```
==> git commit body <==
Add synthesis and place-and-route results

- Worst min path class: flip-flop to flip-flop
- The area growth from synthesis to layout is 20.1%.
- Recorded from the global router log, the overflow total was 0.
* Slew @ Worst Pin: 0.833 ns
- Synthesized area per cell: 11.5 um2
- Adder-Cell Fraction of Synth Area: 2.44%
- Clock Pin Slew Worst Setup and Hold Paths: 0.06 ns
* Data required time of the critical path: 3.52 ns
- In the routed netlist, the antenna diode instances number 0.
- Max Cap Violations: 0
- Cells with a size suffix above 1 make up 12.2% of the layout.
- Critical R2R Capture: counter[0]
* YS warnings: 1
- Dominant register cell: dfxtp_1
* Synth Area in XOR/XNOR: 0%
- For this block, the via count after detailed routing is 576.
- Sequence of cells on the critical path: clkdlybuf4s50_1 -> nor2b_1 -> buf_4 -> and2_1
- For the worst reg-to-reg path, the startpoint reported by OpenROAD is counter[13].
* Y dimension of the die: 98 um
- The floorplan step set the die width to 98 um.
- Element type at the critical path start: input port
- Endpoint, Worst Hold: counter[16]
- The worst setup path is captured at a flip-flop.
- DP Area: 1140 um2
- Crit path max-delay cell type: nor2b_1
- TritonCTS built the clock tree.
- Of all cell types, the one taking the most synthesized area is dfxtp_1.
- For this run, the total global-route usage over all layers was measured as 3.27%.
- In this run the remaining antenna-violating nets after routing total 0.
* WL/cell: 7.98 um
- The run finished with clean final reports.
* Number of enable-type register cells in the synthesized netlist: 0
* Maximum buffer depth of the clock tree: 2
- Number of antenna violations at the first check in global routing: 0
- After clock tree synthesis, the flow added hold-fix buffers numbering 0.
- Most used standard cells in the synthesized netlist: dfxtp_1 (33), and2_1 (28), nor4_1 (7), clkbuf_1 (3)
* Final hold violation count: 0
- In this run the static leakage power is 0.000482 uW.
* Cell Type Count: 18
- Pre-Place Util: 17.3%
- Max-slew violation count: 0
- Floorplan Core Area: 5920 um2
- The highest clock rate this design can be run at is 499 MHz.
* # setup viols final: 0
- The clock reaches the later pin of the worst-skew pair after 0.28 ns.
- Final Wtd Congestion: 0.689
- Wire segments on met2 add up to 471 um in the final route.
- Summed over all nets, wire length on met3 after detailed routing comes to 110 um.
* Max layer used: met4
- Input and output buffers added on the ports amount to 3.
- The setup check on the worst reg-to-reg path leaves a slack of 1.87 ns.
- Counting the fill cells in the layout gives 627.
- Per Yosys stat, the portion of area used by sequential elements is 64.5%.
- Arr. time, crit path: 2.22 ns
* Number of top-level pins: 4
- Gate count of the mapped netlist: 89
* Post-route design area: 1230 um2
- For reference, the most critical setup path is categorized as input port to flip-flop.
* Max transition margin: 44.4%
- Unrepaired setup endpoints after global routing: false
* Period Utilization, post-route: 60.7%
- The post-route report lists met1 wire length as 750 um.
* Number of clock sinks seen by CTS: 33
* Most frequently used cell type in the post-synthesis netlist: dfxtp_1
* FF-to-FF path depth: 4
- Detailed router's first-iteration violation count: 16
* Clock buffers created by TritonCTS: 5
- Post-synthesis instance area: 1020 um2
* Mux share of post-synthesis cell area: 0%
* Yosys Chip Area: 1020 um2
* Flops after synth: 33
- Hold wc startpoint: counter[16]
* Post-CTS setup buffers: 0
- The synthesized netlist devotes 3.54% of its cell area to compound gates.
* Worst IR Drop VDD: 245 uV
* Cell depth of the worst hold path: 1
- Min cycle time layout: 2.00 ns
* Largest cells by area: dfxtp_1 (64%), and2_1 (17%), nor4_1 (4.3%), ha_1 (2.4%), o21a_1 (1.5%)
* Resized Gates After CTS: 0
- The logs give a warning total of 26.
* Maximum number of pins on one net before global-route repair: 19
* Simple-gate area share of the yosys netlist: 28.1%
- Maximum cell stage delay along the critical path: 0.66 ns
- Top-area cell share: 64.5%
- Total power per unit cell area: 571 nW/um2
- The initialized floorplan defines 28 standard-cell rows.
- For this run, the detailed router's first-pass iteration total came to 2.
* Worst Clk Skew: 0.00481 ns
- In the final timing run, aggregate negative setup slack is 0 ns.
* Via count of the first global-routing pass: 625
- Wire length of the first global-routing pass: 2730 um
- STA lists the maximum fanout along the critical path as 18.
- DR DRC count: 0
- Overall chip area: 9600 um2
* Maximum level of the CTS H-tree: 2
- The routed design shows a via density per instance of 3.33.
- Master cell of the clock root buffer: clkbuf_8
- The synthesized netlist was found by Yosys to have 89 cells.
- Dominant kind of combinational cell: simple AND/OR/NAND/NOR gates
- Summed over all layers, the routed wires come to 1380 um.
- Async SR Flop Fraction: 0%
==> critical path: cells and delay by family <==
kind	cells	cell delay, ns
simple gates	2	0.80
buf+inv	2	0.76
==> placed cells by master (no fill, tap or decap), types with 2 or more instances in the layout <==
cell | synthesis | layout
dfxtp_1 | 33 | 33
and2_1 | 28 | 28
nor4_1 | 7 | 7
clkbuf_8 | 0 | 5
clkdlybuf4s50_1 | 0 | 3
nand4_1 | 2 | 2
nand2_1 | 2 | 2
o21a_1 | 2 | 2
ha_1 | 2 | 2
clkinv_2 | 0 | 2
==> per-layer routing <==
metal	track usage, %	vias up
met4	1.01	0
met1	4.38	248
met2	4.47	9
met3	1.71	7
li1	-	312
met5	0	-
==> registers in the layout, indices dropped and copies added (netlist names) <==
register and count:
counter 32, valid_vote 1
==> logic make-up after synthesis <==
group	count (synthesis)
AND/OR/NAND/NOR	46
flip-flops	33
AND-OR/OR-AND	4
buffers and inverters	4
adder cells (fa/ha/maj)	2
==> power breakdown <==
part           total [uW]  switching (uW)  internal, uW
clock                 287             141           145
sequential            402            2.03           400
combinational        14.1            6.70          7.37
==> through the flow <==
stage / std cells / utilization (%) / setup slack [ns] / hold WS [ns] / power (uW)
final: 173 / 20.8 / 1.30 / 0.457 / 703
after global routing: 173 / 20.8 / 1.06 / 0.483 / 736
after CTS: 173 / 20.8 / 1.24 / 0.464 / 717
after detailed placement: 165 / 19.3 / 0.965 / 0.445 / 426
after global placement: 165 / 19.3 / 0.987 / 0.446 / 426
after floorplan: 89 / - / 1.94 / 0.430 / 420
==> worst max-delay path by stage <==
stage / start / end / slack [ns] / depth (start not counted)
final: button / counter[5] / 1.30 / 4
after global routing: button / counter[25] / 1.06 / 4
after CTS: button / counter[25] / 1.24 / 4
==> area by class of cell <==
type / count / area (um2) / share of cell area (%)
timing repair buffer: 4 / 37.5 / 3.05
tap: 75 / 93.8 / 7.62
clock buffer: 5 / 68.8 / 5.59
multi-input combinational: 52 / 349 / 28.4
inverter: 1 / 3.75 / 0.305
clock inverter: 3 / 17.5 / 1.42
sequential: 33 / 661 / 53.7
Power is estimated from default activity; no workload was simulated.
